==> /design/flow/config.mk <==
export PLATFORM = sky130hd
export DESIGN_NAME = project2
export DESIGN_NICKNAME = project2
export VERILOG_FILES = /design/flow/design.v
export SDC_FILE = /design/flow/constraint.sdc
export NUM_CORES = 4
export LEC_CHECK = 1
export CORE_UTILIZATION = 50
export SYNTH_MEMORY_MAX_BITS = 65536
==> /design/flow/constraint.sdc <==
current_design project2

set clk_period 16.9
set clk_io_pct 0.2

create_clock -name clk0 -period $clk_period [get_ports {clock}]

set non_clock_inputs [all_inputs -no_clocks]
set_input_delay [expr $clk_period * $clk_io_pct] -clock clk0 $non_clock_inputs
set_output_delay [expr $clk_period * $clk_io_pct] -clock clk0 [all_outputs]
==> /design/flow/design.v <==
`timescale 1ns / 1ps
module project2(clock, pins, btn, led, cathodes, anodes);
	input  clock;
	input [6:0] pins;
	input [3:0] btn;
   output reg [7:0] led = 8'b00000000;
	output reg [7:0] cathodes;
	output reg [3:0] anodes;
	reg [3:0] sw1;
	reg [3:0] sw2;
	reg [3:0] sw3;
	reg [3:0] sw4;
   integer count = 0;
	integer xvar = 0;
	integer cnt = 0;
	integer contestant = 1'b0;
	integer checkterm = 1'b1;
	integer seg3 = 8'b11111111;
	integer seg2 = 8'b11111111;
	integer seg1 = 8'b11111111;
	integer seg0 = 8'b11111111;
	integer playerone0 = 0;
	integer playerone1 = 0;
	integer playerone2 = 0;
	integer playerone3 = 0;
	integer playertwo0 = 0;
	integer playertwo1 = 0;
	integer playertwo2 = 0;
	integer playertwo3 = 0;
	integer equalcheck = 0;
	integer reset = 0;
	integer tries = 0;
	integer triesflag = 0;
	integer playeroneval;
	integer playertwoval;
	always @(posedge clock)
	begin
		if(equalcheck != 0)
		begin
			reset = 1;
		end
		else
		begin
			reset = 0;
		end
		if(reset == 1)
		begin
			if(equalcheck == 1)
			begin
				if(xvar < 10000000)
				begin
					led = 8'b11111111;
					triesflag = tries;
				end
				else if(xvar < 20000000)
				begin
					led = 8'b00000000;
					triesflag = tries;
				end
				else
				begin
					xvar = 0;
				end
				xvar = xvar + 1;
				seg3 = 8'b11111111;
				seg2 = 8'b11111111;
				seg1 = 8'b11111111;
	case(triesflag)
		0: seg0 = 8'b11000000;
		1: seg0 = 8'b11111001;
		2: seg0 = 8'b10100100;
		3: seg0 = 8'b10110000;
		4: seg0 = 8'b10011001;
		5: seg0 = 8'b10010010;
		6: seg0 = 8'b10000010;
		7: seg0 = 8'b11111000;
		8: seg0 = 8'b10000000;
		9: seg0 = 8'b10010000;
	  10: seg0 = 8'b10001000;
	  11: seg0 = 8'b10000011;
	  12: seg0 = 8'b11000110;
	  13: seg0 = 8'b10100001;
	  14: seg0 = 8'b10000110;
	  15: seg0 = 8'b10001110;
	  default: seg0 = 8'b11000000;
	endcase
	end
			else if(equalcheck == 2)
			begin
				seg3 = 8'b11111111;
				seg2 = 8'b10100100;
				seg1 = 8'b11000111;
				seg0 = 8'b11000000;
			end
			else
			begin
				seg3 = 8'b11111111;
				seg2 = 8'b10100100;
				seg1 = 8'b10001001;
				seg0 = 8'b11001111;
			end
			if(pins[5] == 0 && pins[4] == 1 && equalcheck != 1)
			begin
				checkterm = 0;
				equalcheck = 0;
			end
			if(pins[5] == 0 && pins[4] == 0 && equalcheck == 1)
			begin
				checkterm = 1;
				equalcheck = 0;
				count = 0;
				xvar = 0;
				contestant = 0;
				led = 0;
				tries = 0;
				triesflag = 0;
				seg0 = 8'b10111111;
				seg1 = 8'b10111111;
				seg2 = 8'b10111111;
				seg3 = 8'b10111111;
				playerone0 = 0;
				playerone1 = 0;
				playerone2 = 0;
				playerone3 = 0;
				playertwo0 = 0;
				playertwo1 = 0;
				playertwo2 = 0;
				playertwo3 = 0;
			end
		end
		else   
		begin
			if(pins[5] == 1 && contestant == 1)
			begin
	playeroneval = playerone3*1000+playerone2*100+playerone1*10+playerone0;
	playertwoval = playertwo3*1000+playertwo2*100+playertwo1*10+playertwo0;
				if(playeroneval==playertwoval)
				begin
					equalcheck = 1;
					tries = tries + 1;
				end
				else 
				if(playertwoval<playeroneval)
				begin
					equalcheck = 2;
					tries = tries + 1;
				end
				else
				begin
					equalcheck = 3;
					tries = tries + 1;
				end
			end	
			if(pins[4] != contestant)
			begin
				playerone0 = playertwo0;
				playerone1 = playertwo1;
				playerone2 = playertwo2;
				playerone3 = playertwo3;
				playertwo0 = 0;
				playertwo1 = 0;
				playertwo2 = 0;
				playertwo3 = 0;
				sw1=4'b0000;
				sw2=4'b0000;
				sw3=4'b0000;
				sw4=4'b0000;
				checkterm = 1;
				cnt = 0;
			end
			if (cnt < 15000 && pins[3:0] == 0)
			begin
			if(checkterm == 1)
			begin
				seg3 = 8'b10001100;
				seg2 = 8'b11000111;
				seg1 = 8'b11111111;
				if(pins[4] == 1'b0)
				begin
					contestant = 0;
					seg0 = 8'b11111001;
				end
				else
				begin
					contestant = 1;
					seg0 = 8'b10100100;
				end
			 end
				cnt = cnt + 1;
		end
		if(btn != 4'b0000)
			begin
				if(checkterm == 1)
				begin
					checkterm = 0;
					seg0 = 8'b11000000;
					seg1 = 8'b11000000;
					seg2 = 8'b11000000;
					seg3 = 8'b11000000;
				end
				else
				begin		         
				case (btn)
					4'b0001: sw1 = pins[3:0];
					4'b0010: sw2 = pins[3:0];
					4'b0100: sw3 = pins[3:0];
					4'b1000: sw4 = pins[3:0]; 
				endcase
     end						
   case(sw1)
   4'b0000 : playertwo0 = 0;  
   4'b0001 : playertwo0 = 1;  
   4'b0010 : playertwo0 = 2;  
   4'b0011 : playertwo0 = 3;  
   4'b0100 : playertwo0 = 4;  
   4'b0101 : playertwo0 = 5;  
   4'b0110 : playertwo0 = 6;  
   4'b0111 : playertwo0 = 7;  
   4'b1000 : playertwo0 = 8;  
   4'b1001 : playertwo0 = 9;  
   4'b1010 : playertwo0 = 10;  
   4'b1011 : playertwo0 = 11;  
   4'b1100 : playertwo0 = 12;  
   4'b1101 : playertwo0 = 13;  
   4'b1110 : playertwo0 = 14;  
   4'b1111 : playertwo0 = 15;  
   endcase
   case(sw2)
   4'b0000 : playertwo1 = 0;  
   4'b0001 : playertwo1 = 1;  
   4'b0010 : playertwo1 = 2;  
   4'b0011 : playertwo1 = 3;  
   4'b0100 : playertwo1 = 4;  
   4'b0101 : playertwo1 = 5;  
   4'b0110 : playertwo1 = 6;  
   4'b0111 : playertwo1 = 7;  
   4'b1000 : playertwo1 = 8;  
   4'b1001 : playertwo1 = 9;  
   4'b1010 : playertwo1 = 10;  
   4'b1011 : playertwo1 = 11;  
   4'b1100 : playertwo1 = 12;  
   4'b1101 : playertwo1 = 13;  
   4'b1110 : playertwo1 = 14;  
   4'b1111 : playertwo1 = 15;  
   endcase
   case(sw3)
   4'b0000 : playertwo2 = 0;  
   4'b0001 : playertwo2 = 1;  
   4'b0010 : playertwo2 = 2;  
   4'b0011 : playertwo2 = 3;  
   4'b0100 : playertwo2 = 4;  
   4'b0101 : playertwo2 = 5;  
   4'b0110 : playertwo2 = 6;  
   4'b0111 : playertwo2 = 7;  
   4'b1000 : playertwo2 = 8;  
   4'b1001 : playertwo2 = 9;  
   4'b1010 : playertwo2 = 10;  
   4'b1011 : playertwo2 = 11;  
   4'b1100 : playertwo2 = 12;  
   4'b1101 : playertwo2 = 13;  
   4'b1110 : playertwo2 = 14;  
   4'b1111 : playertwo2 = 15;  
   endcase
   case(sw4)
   4'b0000 : playertwo3 = 0;  
   4'b0001 : playertwo3 = 1;  
   4'b0010 : playertwo3 = 2;  
   4'b0011 : playertwo3 = 3;  
   4'b0100 : playertwo3 = 4;  
   4'b0101 : playertwo3 = 5;  
   4'b0110 : playertwo3 = 6;  
   4'b0111 : playertwo3 = 7;  
   4'b1000 : playertwo3 = 8;  
   4'b1001 : playertwo3 = 9;  
   4'b1010 : playertwo3 = 10;  
   4'b1011 : playertwo3 = 11;  
   4'b1100 : playertwo3 = 12;  
   4'b1101 : playertwo3 = 13;  
   4'b1110 : playertwo3 = 14;  
   4'b1111 : playertwo3 = 15;  
   endcase
	case(playertwo0)
	0: seg0 = 8'b11000000;
	1: seg0 = 8'b11111001;
	2: seg0 = 8'b10100100;
	3: seg0 = 8'b10110000;
	4: seg0 = 8'b10011001;
	5: seg0 = 8'b10010010;
	6: seg0 = 8'b10000010;
	7: seg0 = 8'b11111000;
	8: seg0 = 8'b10000000;
	9: seg0 = 8'b10010000;
	10: seg0 = 8'b10001000;
	11: seg0 = 8'b10000011;
	12: seg0 = 8'b11000110;
	13: seg0 = 8'b10100001;
	14: seg0 = 8'b10000110;
	15: seg0 = 8'b10001110;
	default: seg0 = 8'b11000000;
	endcase
	case(playertwo1)
	0: seg1 = 8'b11000000;
	1: seg1 = 8'b11111001;
	2: seg1 = 8'b10100100;
	3: seg1 = 8'b10110000;
	4: seg1 = 8'b10011001;
	5: seg1 = 8'b10010010;
	6: seg1 = 8'b10000010;
	7: seg1 = 8'b11111000;
	8: seg1 = 8'b10000000;
	9: seg1 = 8'b10010000;
	10: seg1 = 8'b10001000;
	11: seg1 = 8'b10000011;
	12: seg1 = 8'b11000110;
	13: seg1 = 8'b10100001;
	14: seg1 = 8'b10000110;
	15: seg1 = 8'b10001110;
	default: seg1 = 8'b11000000;
	endcase
	case(playertwo2)
	0: seg2 = 8'b11000000;
	1: seg2 = 8'b11111001;
	2: seg2 = 8'b10100100;
	3: seg2 = 8'b10110000;
	4: seg2 = 8'b10011001;
	5: seg2 = 8'b10010010;
	6: seg2 = 8'b10000010;
	7: seg2 = 8'b11111000;
	8: seg2 = 8'b10000000;
	9: seg2 = 8'b10010000;
	10: seg2 = 8'b10001000;
	11: seg2 = 8'b10000011;
	12: seg2 = 8'b11000110;
	13: seg2 = 8'b10100001;
	14: seg2 = 8'b10000110;
	15: seg2 = 8'b10001110;
	default: seg2 = 8'b11000000;
	endcase
	case(playertwo3)
	0: seg3 = 8'b11000000;
	1: seg3 = 8'b11111001;
	2: seg3 = 8'b10100100;
	3: seg3 = 8'b10110000;
	4: seg3 = 8'b10011001;
	5: seg3 = 8'b10010010;
	6: seg3 = 8'b10000010;
	7: seg3 = 8'b11111000;
	8: seg3 = 8'b10000000;
	9: seg3 = 8'b10010000;
	10: seg3 = 8'b10001000;
	11: seg3 = 8'b10000011;
	12: seg3 = 8'b11000110;
	13: seg3 = 8'b10100001;
	14: seg3 = 8'b10000110;
	15: seg3 = 8'b10001110;
	default: seg3 = 8'b11000000;
	endcase
	cnt = 0;
	end	
	end
	if(count <= 1500)
	begin
		anodes = 4'b0111;
		cathodes = seg0;
		count = count + 1;
	end
	else if(count <= 2000)
	begin
		anodes = 4'b1011;
		cathodes = seg1;
		count = count + 1;
	end
	else if(count <= 2500)
	begin
		anodes = 4'b1101;
		cathodes = seg2;
		count = count + 1;
	end
	else if(count <= 3000)
	begin
		anodes = 4'b1110;
		cathodes = seg3;
		count = count + 1;
	end
	else
	begin
		count = 0;
	end
end
endmodule
==> /design/flow/run.sh <==
#!/bin/bash
# OpenROAD 26Q1-2900-gdf79404cd8, Yosys 0.63+post, stock flow scripts
make -C /OpenROAD-flow-scripts/flow DESIGN_CONFIG=/design/flow/config.mk WORK_HOME=/design/flow/orfs finish
==> impl_metrics.json <==
{
  "warnings": 59,
  "buffer_ports.inserted": 30,
  "grt_pass1_vias": 13948,
  "yosys_warnings": 1,
  "hold_path_class": "reg -> reg",
  "tritoncts": "built",
  "remaining_drc_errors": 0,
  "numSynthFlops": 318,
  "power.ir.vdd_worst_mv": 0.1972,
  "unrepaired_setup_endpoints_after_global_routing": "no",
  "setup.worst_path.class": "in -> reg",
  "grt_antenna_before_repair": 2,
  "drt_first_iter_violations": 903,
  "timing.critical_path.required_ns": 17.36,
  "timing_max_transition_violations_final": 0,
  "cp_max_fo": 24,
  "die-height_um": 205.5,
  "ys_cells": 2032,
  "drt_pass1_iterations": 5,
  "numClockSinks": 318,
  "n_fill_cell": 3364,
  "floorplan.die.width_um": 205.5,
  "syn2layout_area_growth_pct": 9.437,
  "max-slew-margin-rel_pct": 37.61,
  "postPlaceCellArea_mm2": 0.02155,
  "ys_area_mm2": 0.02070,
  "critical_path.max_stage_delay_ns": 0.66,
  "setup_viol": 0,
  "ys_dominant_reg_cell": "sky130_fd_sc_hd__edfxtp_1",
  "globalRouteTotalUtil_pct": 22.34,
  "final_hold_viol_count": 0,
  "detailed_place_hpwl_um": 30100,
  "wl_per_cell_um": 16.49,
  "cell_variety_after_synth": 92,
  "fin_worst_skew_ns": 0.02181,
  "globalplace.congestion": 0.8938,
  "cts_resized": 0,
  "outcome": "finished, final reports clean",
  "worst_setup_path_end_kind": "flop",
  "routed_via_density": 5.530,
  "postSynthAreaPerCell_um2": 10.19,
  "vias": 14428,
  "cp.arrival_ns": 7.76,
  "drive_gt1_share_pct": 6.361,
  "drv_cap": 0,
  "postSynth.asyncResetShare_pct": 0,
  "power.density_cell_area_mw_per_mm2": 172.3,
  "floorplan.rows": 74,
  "max_clock_freq_ghz": 0.1370,
  "ctsHoldBuffers": 0,
  "cts_setup_buffers": 0,
  "clk_latency_worst_skew_pair_ns": 0.55,
  "post-route-min-period_ns": 7.301,
  "pin_slew_with_the_least_headroom_to_its_limit_ns": 0.9098,
  "fp-utilization_pct": 50.69,
  "clock-root-buffer": "sky130_fd_sc_hd__clkbuf_16",
  "grt_pass1_wl_um": 71030,
  "worstSetupStartpointType": "input port",
  "synth-seq-area-share_pct": 42.85,
  "synthesis.instances": 2032,
  "largest_net_degree_at_the_start_of_global_routing": 61,
  "core_area_mm2": 0.04083,
  "fp.dieArea_mm2": 0.04221,
  "detail_route.wirelength_um": 43010,
  "static-leakage-power_uw": 0.009314,
  "drtAntennaViolNets": 0,
  "crit_path_cell_trace": "clkdlybuf4s50_1 > nor2_1 > nand3_1 > or3_1 > and2_1 > inv_1 > ha_1 > nand2b_1 > a41o_1 > a41o_1 > a21oi_1 > nor3_1 > buf_4 > inv_1 > nand2_1 > nor2_1",
  "final.period_utilization_pct": 43.20,
  "final_layout_worst_hold_slack_ns": 0.4289,
  "layout.core_utilization_pct": 55.47,
  "cts_max_level": 2,
  "cts_made_buffers": 37,
  "ios": 32,
  "final_cell_area_mm2": 0.02265,
  "grt_overflow_total": 0,
  "cts.path.max_buffers": 3,
  "cts.clk_slew.worst_paths_ns": 0.06,
  "edf_count": 250,
  "fin_setup_tns_ns": 0,
  "worst_path_max_delay_cell": "sky130_fd_sc_hd__clkdlybuf4s50_1",
  "syn_area_mm2": 0.02070
}
[cells by family (layout without fill, tap and decap cells)]
logic type / Yosys count / after routing / share of synthesized area [%]
other: 0 / 2 / 0
AND/OR/NAND/NOR: 799 / 799 / 19.45
AND-OR/OR-AND: 259 / 259 / 8.821
adder cells (fa/ha/maj): 228 / 228 / 14.87
XOR/XNOR: 158 / 158 / 6.686
flip-flops: 318 / 318 / 42.85
buffers and inverters: 202 / 245 / 3.875
multiplexers: 68 / 68 / 3.440
[power by group]
part	total, uW	internal [uW]	switching, uW
Clock	732	414	318
Combinational	2060	926	1130
Sequential	1110	1020	89.9
Total	3900	2360	1540
[cells in the final DEF (no fill, tap or decap), types with 34 or more instances in the layout]
cell type                   netlist  layout
sky130_fd_sc_hd__nor2_1         252     252
sky130_fd_sc_hd__edfxtp_1       250     250
sky130_fd_sc_hd__ha_1           198     198
sky130_fd_sc_hd__nand2_1        163     162
sky130_fd_sc_hd__inv_1          120     118
sky130_fd_sc_hd__xor2_1          92      92
sky130_fd_sc_hd__nand3_1         70      70
sky130_fd_sc_hd__dfxtp_1         68      68
sky130_fd_sc_hd__xnor2_1         66      65
sky130_fd_sc_hd__mux2i_1         52      52
sky130_fd_sc_hd__a21oi_1         52      51
sky130_fd_sc_hd__o21ai_0         52      51
sky130_fd_sc_hd__and2_1          50      50
sky130_fd_sc_hd__nor2b_1         48      48
sky130_fd_sc_hd__and3_1          43      43
sky130_fd_sc_hd__nor4_1          43      42
sky130_fd_sc_hd__clkbuf_16        0      38
sky130_fd_sc_hd__nand4_1         34      34
[cells in the mapped netlist, types with 6 or more instances]
library cell	instances	share of area, %
sky130_fd_sc_hd__xor2_1	92	3.9
sky130_fd_sc_hd__clkbuf_1	49	0.89
sky130_fd_sc_hd__edfxtp_1	250	36
sky130_fd_sc_hd__nor3_1	29	0.70
sky130_fd_sc_hd__inv_2	7	0.13
sky130_fd_sc_hd__nor2b_1	48	1.5
sky130_fd_sc_hd__a211oi_1	11	0.40
sky130_fd_sc_hd__mux2i_1	52	2.5
sky130_fd_sc_hd__buf_4	8	0.29
sky130_fd_sc_hd__nand2_1	163	3.0
sky130_fd_sc_hd__o21a_1	9	0.33
sky130_fd_sc_hd__fa_1	30	2.9
sky130_fd_sc_hd__inv_1	120	2.2
sky130_fd_sc_hd__xnor2_1	66	2.8
sky130_fd_sc_hd__buf_1	8	0.15
sky130_fd_sc_hd__mux2_2	11	0.60
sky130_fd_sc_hd__a221o_1	6	0.29
sky130_fd_sc_hd__o211ai_1	6	0.22
sky130_fd_sc_hd__nand3_1	70	1.7
sky130_fd_sc_hd__nor4_1	43	1.3
sky130_fd_sc_hd__a21o_1	21	0.76
sky130_fd_sc_hd__and3_1	43	1.3
sky130_fd_sc_hd__a21oi_1	52	1.3
sky130_fd_sc_hd__dfxtp_1	68	6.6
sky130_fd_sc_hd__ha_1	198	12
sky130_fd_sc_hd__a41oi_1	6	0.25
sky130_fd_sc_hd__o21ai_0	52	1.3
sky130_fd_sc_hd__buf_2	9	0.22
sky130_fd_sc_hd__and2_1	50	1.5
sky130_fd_sc_hd__nor2_1	252	4.6
sky130_fd_sc_hd__nand2b_1	10	0.30
sky130_fd_sc_hd__o21bai_1	9	0.33
sky130_fd_sc_hd__or3_1	14	0.42
sky130_fd_sc_hd__a31oi_1	11	0.33
sky130_fd_sc_hd__nand4_1	34	1.0
sky130_fd_sc_hd__and4_1	8	0.34
[per-stage QoR]
step | total power (uW) | cells | setup WS (ns)
after floorplan | 2725 | 2032 | 10.21
after global placement | 3163 | 2541 | 9.150
after detailed placement | 3181 | 2541 | 9.091
after CTS | 3951 | 2607 | 9.634
after global routing | 4303 | 2607 | 9.257
final | 3902 | 2609 | 9.599
[critical path, delay by kind of cell]
family / cells / cell delay (ns)
AND-OR/OR-AND: 3 / 0.62
buffers and inverters: 4 / 1.28
AND/OR/NAND/NOR: 8 / 2.31
adder cells (fa/ha/maj): 1 / 0.16
[path summary, 6_finish.rpt]
kind / slack, ns / startpoint / cells after the start / end
setup / recovery: 9.60 / pins[4] / 16 / count[19]$_DFF_P_
hold / removal: 0.43 / seg3[7]$_DFF_P_ / 2 / seg3[7]$_DFF_P_
setup reg to reg: 10.13 / playerone3[1]$_SDFFCE_PN0P_ / 25 / equalcheck[0]$_DFFE_PP_
hold reg to reg: 0.43 / seg3[7]$_DFF_P_ / 2 / seg3[7]$_DFF_P_
[flip-flops by register name, indices dropped and copies added (netlist names), 8 cells and up]
| register | count |
|---|---|
| count | 32 |
| seg0 | 8 |
| checkterm | 32 |
| seg3 | 8 |
| cnt | 32 |
| xvar | 32 |
| tries | 32 |
| triesflag | 32 |
| equalcheck | 32 |
| seg2 | 8 |
| cathodes | 8 |
| seg1 | 8 |
[metal layers]
layer  global-route usage, %  vias up  part of all wire (%)
li1                        -     7321                     -
met1                   36.19     6793                    48
met2                   33.06      256                    44
met3                   4.854       58                   5.3
met4                   4.392        0                   2.1
met5                  0.3571        -                     0
[layout make-up]
| cell class | count | area (um2) | area share (%) |
|---|---|---|---|
| multi-input combinational | 1512 | 11070 | 48.90 |
| sequential | 318 | 8869 | 39.16 |
| clock buffer | 47 | 984.7 | 4.348 |
| tap | 532 | 665.6 | 2.939 |
| inverter | 128 | 483.0 | 2.132 |
| timing repair buffer | 51 | 457.9 | 2.022 |
| clock inverter | 19 | 110.1 | 0.4861 |
| antenna | 2 | 5.005 | 0.02210 |
Power and IR drop assume default switching activity.
